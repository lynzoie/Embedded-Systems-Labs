## /design/flow/run.sh

```bash
#!/bin/bash
# OpenROAD 26Q1-2900-gdf79404cd8, Yosys 0.63+post, stock flow scripts
make -C /OpenROAD-flow-scripts/flow DESIGN_CONFIG=/design/flow/config.mk WORK_HOME=/design/flow/orfs finish
```

## /design/flow/config.mk

```make
export PLATFORM = sky130hd
export DESIGN_NAME = Vend_Main
export DESIGN_NICKNAME = Vend_Main
export VERILOG_FILES = /design/flow/design.v
export SDC_FILE = /design/flow/constraint.sdc
export NUM_CORES = 4
export LEC_CHECK = 1
export CORE_UTILIZATION = 50
```

## /design/flow/constraint.sdc

```tcl
current_design Vend_Main

set clk_period 5.3
set clk_io_pct 0.2

create_clock -name clk0 -period $clk_period [get_ports {Clk}]

set non_clock_inputs [all_inputs -no_clocks]
set_input_delay [expr $clk_period * $clk_io_pct] -clock clk0 $non_clock_inputs
set_output_delay [expr $clk_period * $clk_io_pct] -clock clk0 [all_outputs]
```

## /design/flow/design.v

```verilog
`timescale 1ns / 1ps
module Vend_Main(
    input Clk,
    input [3:0] money_in,  
    input [7:0] product_in,  
    input dispense,  
    output [7:0] product_out,  
    output [1:0] changeLED,  
    output [1:0] alert,  
    output [3:0] Anode_Activate,  
    output [6:0] LED_out,  
    output decimal  
);
    integer money = 0;
    integer tempQuarters = 0;
    integer onesDigit = 0;
    integer twosDigit = 0;
    integer threesDigit = 0;
    integer foursDigit = 0;
    integer decimalValue = 0;
    integer count = 0;
    integer refresh_counter = 0;
    integer LED_activating_counter = 0;
    reg [3:0] Anode_Activate_Var;
    reg [6:0] LED_out_Var;
    reg [3:0] LED_BCD;
    reg [7:0] productDispensed;
    reg [7:0] productSelect;
    reg [1:0] alert_reg;
    reg [1:0] needMoney;
    reg [2:0] state = 3'b000;
    reg [2:0] cstate = 3'b000;
    reg [2:0] pstate = 3'b000;
    reg [2:0] nstate = 3'b000;
    reg [2:0] change_state = 3'b000;
    reg reset_money;
    reg change_money;
always@(posedge (money_in != 4'b0000) || reset_money)               
    begin
    if(money_in == 4'b0001) begin                    
        money = money + 25;
    end
    else if(money_in == 4'b0010) begin               
        money = money + 100;
    end
    else if(money_in == 4'b0100) begin               
        money = 0;
    end
    else if(money_in == 4'b1000) begin               
        money = 0;
    end
    if (reset_money == 1'b1) begin
        money = 0;
    end 
end
always @(money) begin
    if(money < 100) begin  
        foursDigit = 0;
        threesDigit = 0;
        case(money)
            25: begin twosDigit = 2; onesDigit = 5; end
            50: begin twosDigit = 5; onesDigit = 0; end
            75: begin twosDigit = 7; onesDigit = 5; end
            00: begin twosDigit = 0; onesDigit = 0; end
        endcase
    end
    else if((money >= 100) && (money < 200)) begin  
        foursDigit = 0;
        threesDigit = 1;
        tempQuarters = money - 100;
        case(tempQuarters)
            25: begin twosDigit = 2; onesDigit = 5; end
            50: begin twosDigit = 5; onesDigit = 0; end
            75: begin twosDigit = 7; onesDigit = 5; end
            00: begin twosDigit = 0; onesDigit = 0; end
        endcase
    end
    else if((money >= 200) && (money < 300)) begin  
        foursDigit = 0;
        threesDigit = 2;
        tempQuarters = money - 200;
        case(tempQuarters)
            25: begin twosDigit = 2; onesDigit = 5; end
            50: begin twosDigit = 5; onesDigit = 0; end
            75: begin twosDigit = 7; onesDigit = 5; end
            00: begin twosDigit = 0; onesDigit = 0; end
        endcase
    end
    else if((money >= 300) && (money < 400)) begin  
        foursDigit = 0;
        threesDigit = 3;
        tempQuarters = money - 300;
        case(tempQuarters)
            25: begin twosDigit = 2; onesDigit = 5; end
            50: begin twosDigit = 5; onesDigit = 0; end
            75: begin twosDigit = 7; onesDigit = 5; end
            00: begin twosDigit = 0; onesDigit = 0; end
        endcase
    end
    else if((money >= 400) && (money < 500)) begin  
        foursDigit = 0;
        threesDigit = 4;
        tempQuarters = money - 400;
        case(tempQuarters)
            25: begin twosDigit = 2; onesDigit = 5; end
            50: begin twosDigit = 5; onesDigit = 0; end
            75: begin twosDigit = 7; onesDigit = 5; end
            00: begin twosDigit = 0; onesDigit = 0; end
        endcase
    end
    else if((money >= 50) && (money < 60)) begin  
        foursDigit = 0;
        threesDigit = 5;
        tempQuarters = money - 500;
        case(tempQuarters)
            25: begin twosDigit = 2; onesDigit = 5; end
            50: begin twosDigit = 5; onesDigit = 0; end
            75: begin twosDigit = 7; onesDigit = 5; end
            00: begin twosDigit = 0; onesDigit = 0; end
        endcase
    end
    else if((money >= 60) && (money < 70)) begin  
        foursDigit = 0;
        threesDigit = 6;
        tempQuarters = money - 600;
        case(tempQuarters)
            25: begin twosDigit = 2; onesDigit = 5; end
            50: begin twosDigit = 5; onesDigit = 0; end
            75: begin twosDigit = 7; onesDigit = 5; end
            00: begin twosDigit = 0; onesDigit = 0; end
        endcase
    end
    else if((money >= 700) && (money < 800)) begin  
        foursDigit = 0;
        threesDigit = 7;
        tempQuarters = money - 700;
        case(tempQuarters)
            25: begin twosDigit = 2; onesDigit = 5; end
            50: begin twosDigit = 5; onesDigit = 0; end
            75: begin twosDigit = 7; onesDigit = 5; end
            00: begin twosDigit = 0; onesDigit = 0; end
        endcase
    end
    else if((money >= 800) && (money < 900)) begin  
        foursDigit = 0;
        threesDigit = 8;
        tempQuarters = money - 800;
        case(tempQuarters)
            25: begin twosDigit = 2; onesDigit = 5; end
            50: begin twosDigit = 5; onesDigit = 0; end
            75: begin twosDigit = 7; onesDigit = 5; end
            00: begin twosDigit = 0; onesDigit = 0; end
        endcase
    end
    else if((money >= 900) && (money < 1000)) begin  
        foursDigit = 0;
        threesDigit = 9;
        tempQuarters = money - 900;
        case(tempQuarters)
            25: begin twosDigit = 2; onesDigit = 5; end
            50: begin twosDigit = 5; onesDigit = 0; end
            75: begin twosDigit = 7; onesDigit = 5; end
            00: begin twosDigit = 0; onesDigit = 0; end
        endcase
    end
    else if((money >= 1000) && (money < 1100)) begin  
        foursDigit = 1;
        threesDigit = 0;
        tempQuarters = money - 1000;
        case(tempQuarters)
            25: begin twosDigit = 2; onesDigit = 5; end
            50: begin twosDigit = 5; onesDigit = 0; end
            75: begin twosDigit = 7; onesDigit = 5; end
            00: begin twosDigit = 0; onesDigit = 0; end
        endcase
    end
    else if((money >= 1100) && (money < 1200)) begin  
        foursDigit = 1;
        threesDigit = 1;
        tempQuarters = money - 1100;
        case(tempQuarters)
            25: begin twosDigit = 2; onesDigit = 5; end
            50: begin twosDigit = 5; onesDigit = 0; end
            75: begin twosDigit = 7; onesDigit = 5; end
            00: begin twosDigit = 0; onesDigit = 0; end
        endcase
    end
end
always @(posedge Clk) begin  
        refresh_counter = refresh_counter + 1;       
        if(refresh_counter == 5000)                  
            LED_activating_counter = 0;              
        if(refresh_counter == 10000)                 
            LED_activating_counter = 1;              
        if(refresh_counter == 15000)                 
            LED_activating_counter = 2;              
        if(refresh_counter == 20000)                 
            LED_activating_counter = 3;              
        if(refresh_counter == 25000)                 
            refresh_counter = 0;                     
    end
always @(LED_activating_counter)                     
    begin
        case(LED_activating_counter)                     
            0: begin
                Anode_Activate_Var = 4'b0111;            
                LED_BCD = foursDigit;                    
                decimalValue = 1;                        
            end
            1: begin
                Anode_Activate_Var = 4'b1011;            
                LED_BCD = threesDigit;                   
                decimalValue = 0;                        
            end
            2: begin
                Anode_Activate_Var = 4'b1101;            
                LED_BCD = twosDigit;                     
                decimalValue = 1;                        
            end
            3: begin
                Anode_Activate_Var = 4'b1110;            
                LED_BCD = onesDigit;                     
                decimalValue = 1;                        
            end
        endcase
    end
always @(LED_BCD)
    begin
        case(LED_BCD)
            4'b0000: LED_out_Var = 7'b0000001;  
            4'b0001: LED_out_Var = 7'b1001111;  
            4'b0010: LED_out_Var = 7'b0010010;  
            4'b0011: LED_out_Var = 7'b0000110;  
            4'b0100: LED_out_Var = 7'b1001100;  
            4'b0101: LED_out_Var = 7'b0100100;  
            4'b0110: LED_out_Var = 7'b0100000;  
            4'b0111: LED_out_Var = 7'b0001111;  
            4'b1000: LED_out_Var = 7'b0000000;  
            4'b1001: LED_out_Var = 7'b0000100;  
            default: LED_out_Var = 7'b0000001;  
        endcase
    end
assign Anode_Activate = Anode_Activate_Var;
assign LED_out = LED_out_Var;
assign decimal = decimalValue;
always @(posedge Clk) begin
        reset_money = 1'b0;
        alert_reg = 2'b00;
        productSelect = product_in;          
        cstate = dispense;                   
        case(state)                          
            3'b000: begin                    
            reset_money = 1'b0;
            alert_reg = 2'b00;
            productDispensed = 8'b00000000; 
                if((productSelect == 8'b00000001) || (productSelect == 8'b00000010)) begin
                    nstate = 3'b001;              
                end
                else if((productSelect == 8'b00000100) || (productSelect == 8'b00001000)) begin
                    nstate = 3'b010;              
                end
                else if((productSelect == 8'b00010000) || (productSelect == 8'b00100000) || (productSelect == 8'b01000000) || (productSelect == 8'b10000000)) begin
                    nstate = 3'b011;              
                end
                else begin
                    nstate = 3'b000;              
                end
                if(cstate == 3'b001) begin        
                    state = nstate;               
                end
            end
            3'b001: begin                         
                alert_reg = 2'b00;
                if (money >= 50) begin  
                    state = 3'b100;
                    reset_money = 1'b1;
                    alert_reg = 2'b00;
                    if (productSelect == 8'b00000001)
                        productDispensed = 8'b00000001;
                    if (productSelect == 8'b00000010)
                        productDispensed = 8'b00000010;
                end
                else begin 
                    state = 3'b001;
                        alert_reg = 2'b01;
                end
            end
            3'b010: begin  
                alert_reg = 2'b00;
                if (money >= 75) begin  
                    state = 3'b100;
                    reset_money = 1'b1;
                    alert_reg = 2'b00;
                    if (productSelect == 8'b00000100)
                        productDispensed = 8'b00000100;
                    if (productSelect == 8'b00001000)
                        productDispensed = 8'b00001000;
                end
                else begin
                state = 3'b010;
                alert_reg = 2'b01;
                end
            end
            3'b011: begin  
                alert_reg = 2'b00;
                if (money >= 125) begin  
                    state = 3'b100;
                    reset_money = 1'b1;
                    alert_reg = 2'b00;
                    if (productSelect == 8'b00010000)
                        productDispensed = 8'b00010000;
                    if (productSelect == 8'b00100000)
                        productDispensed = 8'b00100000;
                    if (productSelect == 8'b01000000)
                        productDispensed = 8'b01000000;
                    if (productSelect == 8'b10000000)
                        productDispensed = 8'b10000000;
                end
                else begin
                state = 3'b011;
                alert_reg = 2'b01;
                end 
            end
            3'b100: begin  
                if(cstate == 1) begin        
                    state = 3'b100;               
                    reset_money = 1'b1;
                end
                else 
                    state = 3'b000;              
                    reset_money = 1'b0;
                end
        endcase
    end
assign product_out = productDispensed;
assign alert = alert_reg;
endmodule
```

==> impl_metrics.json <==
{
  "peakVddDrop_mv": 0.259,
  "grt_max_degree": 47,
  "synthSimpleGateAreaFrac_pct": 36.6,
  "grt_pass1_wl_mm": 49.2,
  "crit_fanout": 11,
  "drc": 0,
  "holdBufCountCts": 0,
  "clk_latency_ns": 0.29,
  "pwr_density_cell_nw_per_um2": 122,
  "dp_hpwl_mm": 23.6,
  "fin_area_um2": 9770,
  "p_sw_uw": 370,
  "worstPathArrival_ns": 2.67,
  "ant_nets": 0,
  "seqPwrFrac_pct": 41.0,
  "cap_violations": 0,
  "r2r_slack_ns": 1.93,
  "hold_class": "reg2reg",
  "min_from": "refresh_counter[15]",
  "worstMarginPinSlew_ns": 0.957,
  "synth_area_um2": 9190,
  "ys_sh_mux_pct": 1.24,
  "p_leak_nw": 3.55,
  "cts-root-buf": "clkbuf_16",
  "die_h_um": 138,
  "period_needed_ns": 3.73,
  "instances_no_fill": 1497,
  "final_layout_size_suffix_gt1_share_pct": 4.66,
  "cts_made_buffers": 5,
  "dr.max_layer_used": "met4",
  "ys_chip_area_um2": 9190,
  "unclocked_regs": 49,
  "vias": 10207,
  "setup_violations": 0,
  "finalHoldViolCount": 0,
  "rr_startpoint": "refresh_counter[2]",
  "syn_to_final_growth_pct": 6.31,
  "crit_type": "reg2out",
  "logic_family": "simple AND/OR/NAND/NOR gates",
  "rows": 49,
  "relSlewSlack_pct": 35.7,
  "grt_setup_unrepaired": "no",
  "min_path_cells": 2,
  "cts.clk_slew.worst_paths_ns": 0.07,
  "slew_violations": 0,
  "vias_per_cell": 6.82,
  "edf_count": 11,
  "yosysWarnings": 3,
  "crit_top_cell": "o21ai_0",
  "total_power_mw": 1.19,
  "fmax_mhz": 268,
  "track_usage_pct": 34.4,
  "xor_area_share_pct": 7.82,
  "cpPeakStageDelay_ns": 0.56,
  "port_buffers": 34,
  "fin_util_pct": 54.4,
  "slowest_stage": "dlxtn_1",
  "p_int_uw": 821,
  "worst_slack_ns": 1.57,
  "avgSynthCellArea_um2": 7.08,
  "fa_ha_area_share_pct": 3.54,
  "cp.required_ns": 4.24,
  "h-tree-depth": 2,
  "cts_tree": "yes",
  "finClkSkew_ns": 0.00538,
  "dominantRegCellSynth": "dfxtp_1",
  "finalWirelength_mm": 31.7,
  "pwr-share-comb_pct": 29.3,
  "post-cts-setup-buffers": 0,
  "wire_per_inst_um": 21.2,
  "p_sw_share_pct": 31.1,
  "io_pins": 38,
  "met2_length_mm": 14.2,
  "cp_cell_sequence": "nand2b_1 -> o21ai_0 -> dlxtn_1 -> mux2_2 -> o21ai_0 -> clkdlybuf4s50_1",
  "drt-met1-wl_mm": 13.3,
  "globalplace.congestion": 1.01,
  "final_cell_mix": "122 x nor2_1, 116 x nand2_1, 69 x o21ai_0",
  "yosys_cells": 1298,
  "placed_area_um2": 9590,
  "clkPwrFrac_pct": 29.7,
  "dp_worst_setup_slack_ns": 1.84,
  "crit_path_end_kind": "output port",
  "worstRegToRegCells": 8,
  "mostFrequentLayoutCell": "nor2_1",
  "synthArstFlopShare_pct": 0,
  "grt_remaining_overflow": 0,
  "grt_pass1_vias": 8830,
  "first_iter_violations": 1151,
  "hold_path_end": "refresh_counter[15]",
  "yosysUniqueCellTypes": 88,
  "drt_first_pass_iters": 6,
  "setup_tns_ns": 0,
  "regToRegEndpoint": "refresh_counter[1]",
  "finalClockPeriodUsage_pct": 70.3,
  "cts.repair.resized": 0,
  "fp_util_pct": 51.1,
  "core_area_um2": 18000,
  "placed_cells": 1488,
  "run_status": "finished clean",
  "chipArea_um2": 18900,
  "cts_buffer_depth": 2,
  "ys_ff": 96,
  "die_w_um": 138,
  "critPathLaunchType": "flop",
  "netlist_instances": 1298,
  "untimed_endpoints": 49,
  "wl_met3_mm": 2.73,
  "antenna_found_initial": 0,
  "fin_hold_ws_ns": 0.495,
  "warning_count": 45,
  "ys_sh_aoi_pct": 23.5
}
## cells by family after synthesis
family          count (synthesis)
fa+ha+maj                      26
buf+inv                       141
simple gates                  620
flops                          79
latches                        17
mux                            11
other cells                     1
compound gates                321
xor+xnor                       82
## synthesized netlist by cell type (6+ instances only)
cell type / instances / area [um^2]
clkbuf_1: 85 / 319
nor4b_1: 10 / 87.6
xnor2_1: 58 / 508
nand2_1: 116 / 435
or4_1: 22 / 165
ha_1: 26 / 325
a31oi_1: 28 / 175
and4_1: 10 / 87.6
nor4_1: 48 / 300
nand4b_1: 6 / 52.6
and2_1: 12 / 75.1
nand4_1: 53 / 332
inv_1: 37 / 139
o2111ai_1: 7 / 61.3
nor2b_1: 7 / 43.8
nand3_1: 64 / 320
a211o_1: 6 / 52.6
nand2b_1: 17 / 106
nor3b_1: 10 / 75.1
nor2_1: 122 / 458
dlxtn_1: 17 / 255
mux2i_1: 8 / 80.1
edfxtp_1: 11 / 330
o21ai_0: 69 / 345
a2111oi_0: 7 / 61.3
a21o_1: 8 / 60.1
nor3_1: 44 / 220
xor2_1: 24 / 210
or3_1: 20 / 125
a21oi_1: 62 / 310
o22ai_1: 11 / 68.8
o211ai_1: 11 / 82.6
a41oi_1: 9 / 78.8
buf_1: 7 / 26.3
or2_2: 11 / 68.8
and3_1: 22 / 138
o31ai_1: 18 / 135
a211oi_1: 17 / 128
dfxtp_1: 68 / 1360
o41ai_1: 6 / 52.6
## per-layer routing
metal  vias up  track usage (%)
li1       4812                -
met1      4704             49.2
met2       587             53.7
met3       104             2.85
met4         0             14.3
met5         -                0
## how the worst max path moves through the flow
stage	startpoint	to	slack, ns	cells past startpoint
CTS	LED_activating_counter[0]	LED_out[2]	1.53	6
global route	LED_activating_counter[0]	LED_out[2]	1.34	6
finish	LED_activating_counter[0]	LED_out[2]	1.57	6
## worst max-delay path: cells and delay by family, from the launching register on
family          cells  cell delay [ns]
latches             1             0.56
compound gates      2             0.33
simple gates        1             0.17
buf+inv             1             0.47
flops               1             0.47
mux                 1             0.37
## power by group through the flow
stage | logic (mW) | clock network [mW] | registers [mW]
finish | 0.349 | 0.353 | 0.489
CTS | 0.346 | 0.362 | 0.489
global route | 0.386 | 0.374 | 0.496
## final cells by class
type | instances | area (um^2)
Antenna cell | 1 | 2.50
Inverter | 39 | 146
Clock buffer | 7 | 164
Multi-Input combinational cell | 1072 | 6740
Fill cell | 1758 | 8200
Sequential cell | 96 | 1950
Clock inverter | 1 | 8.76
Tap cell | 229 | 287
Timing Repair Buffer | 52 | 475
Power and IR drop assume default switching activity.
