==> design.v <==
module lab2(
  input Clk,
  input [1:0] TurnLane_NS,
  input [1:0] Broken,
  output [2:0] Out_East,
  output [2:0] Out_West,
  output [2:0] Out_North,
  output [2:0] Out_South,
  output [1:0] Crosswalk_Light,  
  output Out_North_Turn,
  output Out_South_Turn
    );
integer FrequencyCount = 0;
integer LightDelay = 0;
reg Clk_Out;
integer state = 0;   
integer Pstate = 0;  
reg [1:0] crosswalk_reg = 2'b00;
reg [2:0] east_reg = 3'b000;
reg [2:0] west_reg = 3'b000; 
reg [2:0] north_reg = 3'b000;
reg [2:0] south_reg = 3'b000; 
reg north_turn_reg = 1'b0;
reg south_turn_reg = 1'b0;
always @(posedge Clk)
begin
FrequencyCount = FrequencyCount + 1;
if (FrequencyCount == 50000000)  
begin
FrequencyCount = 0;
LightDelay = LightDelay+1;
  case(state)
    0 :  
    begin 
      east_reg = 3'b100;
      west_reg = 3'b100;
      north_reg = 3'b100;
      south_reg = 3'b100;
      north_turn_reg = 1'b0;
      south_turn_reg = 1'b0;
      crosswalk_reg = 2'b00;
      if (Broken != 0) begin
           LightDelay = 0;
           state = 6;
       end
        if (LightDelay == 4) begin
              if((TurnLane_NS != 0) && (Pstate == 2))begin
                LightDelay = 0;
                state = 5;
            end
             else if(Pstate == 2)begin
                LightDelay = 0;
                state = 3;
            end
            else begin
                LightDelay = 0;
                state = 1;
            end
        end
        if(LightDelay == 4)begin
              LightDelay = 0;
              if(Pstate == 2)
                state = 3;
              else
                state = 1;
        end
    end
    1 :  
    begin 
      east_reg = 3'b001;
      west_reg = 3'b001;
      north_reg = 3'b100;
      south_reg = 3'b100;
      north_turn_reg = 1'b0;
      south_turn_reg = 1'b0;
      crosswalk_reg = 2'b01;
      if (LightDelay == 8) begin
          LightDelay = 0; 
          state = 2;
      end
    end
    2 :  
    begin 
      east_reg = 3'b010;
      west_reg = 3'b010;
      north_reg = 3'b100;
      south_reg = 3'b100;
      north_turn_reg = 1'b0;
      south_turn_reg = 1'b0;
      crosswalk_reg = 2'b00;
      if (LightDelay == 4) begin
          Pstate = 2;
          LightDelay = 0;
          state = 0;
      end
    end
    3 :  
    begin 
          east_reg = 3'b100;
          west_reg = 3'b100;
          north_reg = 3'b001;
          south_reg = 3'b001;
          north_turn_reg = 1'b0;
          south_turn_reg = 1'b0;
         crosswalk_reg = 2'b10;
          if (LightDelay == 8) begin
              LightDelay = 0;
              state = 4;
          end
      end
    4 :  
    begin 
          east_reg = 3'b100;
          west_reg = 3'b100;
          north_reg = 3'b010;
          south_reg = 3'b010;
          north_turn_reg = 1'b0;
          south_turn_reg = 1'b0;
          crosswalk_reg = 2'b00;
          if (LightDelay == 4) begin
              LightDelay = 0;
              Pstate = 4;
              state = 0;
          end
     end
    5 :  
    begin 
          east_reg  = 3'b100;
          west_reg = 3'b100;
          north_reg = 3'b001;
          south_reg = 3'b001;
          if(LightDelay<4) begin
              north_turn_reg = 1'b1;
              south_turn_reg = 1'b1;
          end
          if (LightDelay == 4) begin     
             north_turn_reg = 1'b0;
             south_turn_reg = 1'b0;
             crosswalk_reg = 2'b10;
          end
              if (LightDelay == 10) begin
                  LightDelay = 0;
                  state = 4;
             end
    end
    6 :  
    begin 
              east_reg  = 3'b000;
              west_reg = 3'b000;
              north_reg = 3'b000;
              south_reg = 3'b000;
           if (LightDelay == 2) begin
                  LightDelay = 0;
                  state = 0;
           end
    end
  default : state = 0;
  endcase
  end
  end
assign Out_North_Turn = north_turn_reg;
assign Out_South_Turn = south_turn_reg;
assign Crosswalk_Light = crosswalk_reg;
assign Out_East = east_reg;
assign Out_West = west_reg; 
assign Out_North = north_reg;
assign Out_South = south_reg; 
endmodule
==> constraint.sdc <==
current_design lab2

set clk_period 10.5
set clk_io_pct 0.2

create_clock -name clk0 -period $clk_period [get_ports {Clk}]

set non_clock_inputs [all_inputs -no_clocks]
set_input_delay [expr $clk_period * $clk_io_pct] -clock clk0 $non_clock_inputs
set_output_delay [expr $clk_period * $clk_io_pct] -clock clk0 [all_outputs]
==> config.mk <==
export PLATFORM = sky130hd
export DESIGN_NAME = lab2
export DESIGN_NICKNAME = lab2
export VERILOG_FILES = /design/flow/design.v
export SDC_FILE = /design/flow/constraint.sdc
export NUM_CORES = 4
export LEC_CHECK = 1
export CORE_UTILIZATION = 30
==> run.sh <==
#!/bin/bash
# OpenROAD 26Q1-2900-gdf79404cd8, Yosys 0.63+post, stock flow scripts
make -C /OpenROAD-flow-scripts/flow DESIGN_CONFIG=/design/flow/config.mk WORK_HOME=/design/flow/orfs finish
==> impl_metrics.yaml <==
# flow metrics
clocking:
  ctsHoldBuffers: 0
  clk_path_buf_depth: 2
  clock-sinks: 78
  worstSkewPairLatency_ps: 330
  clock-root-buffer: "clkbuf_16"
  clk_pin_slew_ps: 60
  cts_tree: "built"
  cts-resized-gates: 0
  postCtsSetupBuffers: 0
  cts_buffers: 9
  h-tree-depth: 3
routing:
  antenna_cells: 0
  drc_errors: 0
  totalWireLength_mm: 9.70
  first_iter_violations: 181
  post_drt_via_cell_ratio: 5.08
  drtPass1Iterations: 4
  via_count: 3726
  ant_nets: 0
  wl_per_cell_um: 13.2
final_timing:
  slew_viol_final: 0
  relSlewSlack_pct: 55.7
  tightest_slew_ps: 662
  post-route-min-period_ps: 4430
  max_freq_ghz: 0.226
  fin_crit_sh_pct: 42.2
  worst_slack_ps: 6070
  setup_tns_ps: 0
  rsz0062_at_grt: "no"
  fin_skew_ps: 5.20
  hold_viol_final: 0
  fin_hold_ws_ps: 482
  setup_violations: 0
pwr:
  swShare_pct: 18.5
  power_frac_clock_pct: 48.0
  p_leak_nw: 1.99
  ir_drop_uv: 76.7
  power_frac_seq_pct: 51.7
  p_sw_uw: 115
  internal_power_uw: 505
  p_per_area_nw_per_um2: 115
  comb_power_share_pct: 0.3
die:
  die_h_um: 129
  num_rows: 45
  chipArea_um2: 16600
  die_x_um: 129
  coreArea_um2: 15400
  io_pins: 21
  fp_util_pct: 31.2
finish:
  fillers: 1560
  layout.cells.non_filler: 733
  area_growth_pct: 12.3
  final_core_util_pct: 35.1
  layout-drive-gt1-share_pct: 12.6
synthesis:
  syn_inst: 512
  synth_warnings: 1
  ys_async_sr_fraction_pct: 0
  top_cells_by_count: "edfxtp_1, nor2_1, nand2_1, xnor2_1, nand3_1"
  synth_top_area_share_pct: 28.7
  syn-cell-area_um2: 4820
  yosys.cell_types.count: 68
  ys_chip_area_um2: 4820
  synth_area_leader_cell: "edfxtp_1"
  ys_cells: 512
  edf_count: 46
  area_leaders: "edfxtp_1, dfxtp_1, xnor2_1"
  synth_flops: 78
  ys_seq_share_pct: 42.0
  avgSynthCellArea_um2: 9.41
  synth.most_common_cell: "edfxtp_1"
  yosys_most_used_dff: "edfxtp_1"
critical_path:
  worstSetupPathType: "in2reg"
  cp.required_ps: 10560
  critPathCaptureType: "flip-flop"
  cpMostUsedCell: "nor2_1"
  cp_slowest_cell: "buf_4"
  path_cells: "clkdlybuf4s50_1, nor2_1, nand3_1, nor2_1, nand2b_1, or3_4, a311oi_4, buf_4, a21oi_1"
  crit_arrival_ps: 4480
  cpPeakStageDelay_ps: 490
  rrSetupSlack_ps: 6300
  reg2regPathDepth: 10
  start_kind: "input port"
  crit_fanout: 32
min_path:
  min_path_type: "reg2reg"
  whs_path_depth: 2
global_routing:
  grt_pass1_wl_mm: 16.8
  antenna_found_initial: 0
  grt_overflow: 0
  grt_usage_pct: 12.8
  grt_pass1_vias: 3518
  grt_max_degree: 52
place:
  post-place-ws_ps: 5710
  gp_congestion: 0.886
  dpl.hpwl_mm: 6.62
  port-buffer-count: 20
  dp.cells: 717
run:
  maxCapViolations: 0
  warnings: 27
run_status:
  status: "finished, final reports clean"
logic make-up after synthesis:
family | share of synthesized area (%)
mux | 1.27
xor+xnor | 12.2
simple gates | 29.9
flops | 42.0
buf+inv | 4.70
fa+ha+maj | 1.04
compound gates | 8.93
critical path: cells and delay by family:
| family | cells | cell delay [ps] |
|---|---|---|
| buf+inv | 2 | 880 |
| simple gates | 5 | 1120 |
| compound gates | 2 | 360 |
layout make-up:
cell class / instances / area [µm²] / area share (%)
multi-input cells: 395 / 2580 / 47.6
flip-flops and latches: 78 / 2020 / 37.4
well taps: 211 / 264 / 4.88
clock buffers: 12 / 236 / 4.37
repair buffers: 24 / 230 / 4.25
clock inverters: 4 / 47.5 / 0.879
inverters: 9 / 33.8 / 0.624
path summary, 6_finish.rpt:
path                                          from                 end
worst min-delay path            FrequencyCount[31]  FrequencyCount[31]
worst max register to register       LightDelay[0]      LightDelay[25]
worst max-delay path                     Broken[1]      LightDelay[25]
worst min register to register  FrequencyCount[31]  FrequencyCount[31]
placed cells by master (no fill, tap or decap), types with 3 or more instances in the layout:
master	Yosys	routed
a2111oi_0	3	3
a211oi_1	3	3
a21oi_1	12	12
a311oi_1	3	3
and2_1	7	7
and3_1	16	16
and4_1	6	6
buf_4	7	4
clkbuf_1	14	3
clkbuf_16	0	9
clkdlybuf4s50_1	0	20
dfxtp_1	32	32
edfxtp_1	46	46
ha_1	4	4
inv_1	9	9
mux2i_1	5	5
nand2_1	38	38
nand2b_1	3	3
nand3_1	34	34
nand4_1	24	24
nand4b_1	4	4
nor2_1	39	39
nor2_2	27	27
nor2b_1	6	6
nor3_1	16	16
nor3b_1	3	3
nor4_1	8	7
o211ai_1	4	4
o21ai_0	11	11
or2_2	3	3
or3_1	7	7
or4_1	3	3
xnor2_1	38	38
xor2_1	29	29
power by group through the flow:
stage | combinational [mW] | clock, mW | sequential (mW)
CTS | 0.00213 | 0.306 | 0.320
finish | 0.00211 | 0.298 | 0.320
global route | 0.00230 | 0.320 | 0.320
metrics by stage:
step	cell area [µm²]	power [mW]
finish	5410	0.620
global route	5410	0.643
CTS	5410	0.629
detailed placement	5130	0.329
global placement	5130	0.329
floorplan	4820	0.327
per-layer routing:
| layer | vias to the layer above | share of wire, % | track usage (%) |
|---|---|---|---|
| li1 | 1876 | - | - |
| met5 | - | 0 | 0 |
| met4 | 0 | 1.6 | 2.08 |
| met1 | 1742 | 49 | 19.7 |
| met3 | 17 | 3.9 | 2.88 |
| met2 | 91 | 45 | 19.4 |
Power is estimated from default activity; no workload was simulated.
